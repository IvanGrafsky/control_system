--- /design/flow/run.sh ---
#!/bin/bash
# OpenROAD 26Q1-2900-gdf79404cd8, Yosys 0.63+post, stock flow scripts
make -C /OpenROAD-flow-scripts/flow DESIGN_CONFIG=/design/flow/config.mk WORK_HOME=/design/flow/orfs finish
--- /design/flow/config.mk ---
export PLATFORM = sky130hd
export DESIGN_NAME = axi_tlp_decoder
export DESIGN_NICKNAME = axi_tlp_decoder
export VERILOG_FILES = /design/flow/design.v
export SDC_FILE = /design/flow/constraint.sdc
export NUM_CORES = 4
export LEC_CHECK = 1
export CORE_UTILIZATION = 50
--- /design/flow/constraint.sdc ---
current_design axi_tlp_decoder

set clk_period 9.9
set clk_io_pct 0.2

create_clock -name clk0 -period $clk_period [get_ports {clk}]

set non_clock_inputs [all_inputs -no_clocks]
set_input_delay [expr $clk_period * $clk_io_pct] -clock clk0 $non_clock_inputs
set_output_delay [expr $clk_period * $clk_io_pct] -clock clk0 [all_outputs]
--- /design/flow/design.v ---
`timescale 1ns / 1ps
module axi_tlp_decoder 
#(
parameter AXIDATAWIDTH = 8
)
(
input clk,
input reset,
input tvalid,
input [8*AXIDATAWIDTH-1:0] tdata,
output reg tready,
input [AXIDATAWIDTH-1:0] tstrb,
input [21:0] tuser,
input tlast,
output reg [7:0]  a4lm_addr,
output reg [31:0] a4lm_wr_data,
output reg a4lm_wr_cmd,
output reg a4lm_rd_cmd,
output reg [7:0] cfg_addr,
output reg [31:0] cfg_wr_data,
output reg cfg_rd_cmd,
output reg cfg_wr_cmd,
output reg fifo0_wr_cmd,
output reg [16*AXIDATAWIDTH+4-1:0] fifo0_wr_data,
input fifo0_empty_flag,
input fifo0_full_flag,
input fifo0_prog_full_flag,
output reg req_compl,
output reg [2:0] compl_code,
input tlp_enc_ready,
output reg [2:0]   tenc_tc,                         
output reg [1:0]   tenc_attr,                       
output reg [9:0]   tenc_len,                        
output reg [15:0]  tenc_rid,                        
output reg [7:0]   tenc_tag,                        
output reg [7:0]   tenc_be,                         
output reg [12:0]  tenc_addr,                       
input lnk_up,
input cfg_to_turnoff,
output reg cfg_to_turnoff_ok
);
localparam [3:0] idle = 4'b0000,
						discharge_tlp = 4'b1111,
						cfg_rd = 4'b0001,
						cfg_wr = 4'b0010,
						a4lm_rd = 4'b0011,
						a4lm_wr = 4'b0100,
						a4sm_wr0 = 4'b0101,
						a4sm_wr1 = 4'b1001,
						wait_state = 4'b1000,
						receiving = 4'b1100;
reg [3:0] state_reg;
reg  tlp_digest;
reg [16*AXIDATAWIDTH+4-1:0] buffer0;
localparam [2:0] reg_rd_compl = 3'b001,
						cfg_rd_compl = 3'b010,
						cfg_wr_compl = 3'b011,
						adc_mem_compl = 3'b100;
localparam ADC_MEM_RD32 = 9'b00_00000_01;
localparam ADC_MEM_WR32 = 9'b10_00000_01;	
localparam REG_RD32 = 9'b00_00000_10;
localparam REG_WR32 = 9'b10_00000_10;
localparam CFG_RD   = 9'b00_00100_00; 
localparam CFG_WR   = 9'b10_00100_00;
always@(posedge clk)
begin
if(reset)
	begin
		state_reg <= idle;
	end
else
	begin
		case(state_reg)
			idle:
				begin
					cfg_to_turnoff_ok <= 1'b0;
					buffer0 = 0;
					tenc_tc <= 0;
					tenc_attr <= 0;
					tenc_len <= 0;
					tenc_rid <= 0;
					tenc_tag <= 0;
					tenc_be <= 0;
					tenc_addr <= 0;
					a4lm_wr_data <= 0;
					a4lm_addr <= 0;
					a4lm_wr_cmd <= 0;
					a4lm_rd_cmd <= 0;
					cfg_addr <= 0;
					cfg_wr_data <= 0;
					cfg_rd_cmd <= 0;
					cfg_wr_cmd <= 0;
					fifo0_wr_cmd = 0;
					fifo0_wr_data = 0;
					req_compl <= 0;
					compl_code <= 0;
					tready <= 1'b0;
					if(cfg_to_turnoff)
						begin
							cfg_to_turnoff_ok <= 1'b1;
						end
					if(lnk_up & tlp_enc_ready & tvalid & ~tlast & (~(fifo0_empty_flag & fifo0_full_flag)) & (~fifo0_prog_full_flag) &(~cfg_to_turnoff))
						begin
							state_reg <= receiving;
							tready <= 1'b1;
						end 
				end
			receiving:
				begin
					if(tdata[14] == 0)
							begin
								tlp_digest <= tdata[15];
								case ({tdata[30:24],{tuser[6],tuser[4] | tuser[2]}})
										REG_RD32:
											begin
												state_reg <= a4lm_rd;
												tenc_tc     <= tdata[22:20]; 
												tenc_attr   <= tdata[13:12];
												tenc_len    <= tdata[9:0];
												tenc_rid    <= tdata[63:48];
												tenc_tag    <= tdata[47:40];
												tenc_be     <= tdata[39:32];
												req_compl <= 1'b1;
												compl_code <= reg_rd_compl;
											end
										REG_WR32:
											begin
												state_reg <= a4lm_wr;
											end
										ADC_MEM_RD32:
											begin
												tenc_tc     <= tdata[22:20]; 
												tenc_attr   <= tdata[13:12];
												tenc_len    <= tdata[9:0];
												tenc_rid    <= tdata[63:48];
												tenc_tag    <= tdata[47:40];
												tenc_be     <= tdata[39:32];
												req_compl <= 1'b1;
												compl_code <= adc_mem_compl;
												state_reg <= idle;
											end
										ADC_MEM_WR32:
											begin
												buffer0[9:0] = tdata[9:0];
												buffer0[15:10] = tuser[7:2];
												state_reg <= a4sm_wr0;
											end
										CFG_RD:
											begin
												tenc_tc     <= tdata[22:20]; 
												tenc_attr   <= tdata[13:12];
												tenc_len    <= tdata[9:0];
												tenc_rid    <= tdata[63:48];
												tenc_tag    <= tdata[47:40];
												tenc_be     <= tdata[39:32];
												req_compl <= 1'b1;
												state_reg <= cfg_rd;
												compl_code <= cfg_rd_compl;
											end
										CFG_WR:
											begin
												req_compl <= 1'b1;
												tenc_tc     <= tdata[22:20]; 
												tenc_attr   <= tdata[13:12];
												tenc_len    <= tdata[9:0];
												tenc_rid    <= tdata[63:48];
												tenc_tag    <= tdata[47:40];
												tenc_be     <= tdata[39:32];
												compl_code <= cfg_wr_compl;
												state_reg <= cfg_wr;
											end
										default:
											begin
												state_reg <= discharge_tlp;
											end
								endcase
							end
						else
							begin
								state_reg <= discharge_tlp;
							end
				end
			a4lm_rd:
				begin
					req_compl <= 1'b0;
					a4lm_addr <= tdata[9:2];
					tenc_addr <= tdata[14:2];
					a4lm_rd_cmd <= 1'b1;
					state_reg <= idle;
				end
			a4lm_wr:
				begin
					a4lm_addr <= tdata[9:2];
					a4lm_wr_data <= tdata[63:32];
					a4lm_wr_cmd <= 1'b1;
					if(tlp_digest)
						begin
							state_reg <= discharge_tlp;
						end
					else
						begin
							state_reg <= idle;
							tready <= 1'b0;
						end
				end
			a4sm_wr0:
				begin
					buffer0[45:16] = tdata[31:2];
					fifo0_wr_data = buffer0;
					fifo0_wr_cmd = 1'b1;
					buffer0[31:0] = tdata[63:32];
					buffer0[128] = 1;
					state_reg <= a4sm_wr1;
				end
			a4sm_wr1:
				begin
					fifo0_wr_cmd = 1'b0;
					if(tlast)
						begin
							if(buffer0[129])
								begin
									buffer0[127:96] = tdata[31:0];
									buffer0[131] = 1'b1;
									fifo0_wr_cmd = 1'b1;
									fifo0_wr_data = buffer0;
									tready <= 1'b0;
									state_reg <= idle;
								end
							else
								begin
									buffer0[63:32] = tdata[31:0];
									buffer0[129] = 1'b1;
									buffer0[131:130] = 2'b00;
									fifo0_wr_cmd = 1'b1;
									fifo0_wr_data = buffer0;
									tready <= 1'b0;
									state_reg <= idle;
								end
						end
					else
						begin
							if(buffer0[129])
								begin
									buffer0[127:96] = tdata[31:0];
									buffer0[131] = 1'b1;
									fifo0_wr_cmd = 1'b1;
									fifo0_wr_data = buffer0;
									buffer0[31:0] = tdata[63:32];
									buffer0[131:128] = 4'b0001;
								end
							else
								begin
									buffer0[95:32] = tdata[63:0];
									buffer0[130:129] =  2'b11;
								end
						end
				end
			cfg_rd:
				begin
					tenc_addr <= tdata[14:2];
					req_compl <= 1'b0;
					cfg_addr <= tdata[9:2];
					cfg_rd_cmd <= 1'b1;
				end
			cfg_wr:
				begin
					tenc_addr <= tdata[14:2];
					req_compl <= 1'b0;
					cfg_wr_cmd <= 1'b1;
					cfg_addr <= tdata[9:2];
					cfg_wr_data <= tdata[63:32];
					if(tlast)
						begin
							state_reg <= idle;
						end
					else
						begin
							state_reg <= discharge_tlp;
						end
				end
			discharge_tlp:
				begin
					a4lm_wr_cmd <= 1'b0;
					if(tlast)
						begin
							state_reg <= idle;
							tready <= 1'b0;
						end
				end
		endcase
	end
end
endmodule
==> run summary <==
From the run reports.

- The fraction of layout instances using a drive strength above 1 is 0.0812.
- In this run the clock root is driven by a sky130_fd_sc_hd__clkbuf_16.
- The destination of the worst hold path is fifo0_wr_data[3]$_DFFE_PP_.
- The final number of max-transition violations is 0.
- The via count of the first global-routing pass reads 9412.
- The CTS tree is done.
- The setup slack on the worst flop-to-flop path is 7.27 ns.
- After synthesis, the netlist uses ~45 different library cells.
- The switching share of power reads 0.202.
- The capturing element type of the critical path is a flip-flop.
- The final critical-path share of the clock period is 0.450.
- The post-CTS setup repair buffer count is 0.
- The placer congestion estimate reads 0.865.
- The post-detailed-route via-to-cell ratio reads just over 5.
- The report shows a maximum critical-path fanout of 34.
- The minimum period implied by the final worst setup slack reads between 4 and 5 ns.
- After detailed placement, the total cell area comes to 0.0205 sq mm.
- The horizontal die dimension is 182 microns.
- The proportion of power drawn by combinational gates is 0.061.
- The number of buffers added by the clock tree synthesis step reads 43.
- The fraction of registers with async set/reset reads 0.
- The first-pass GRT wire length is 59.7 mm.
- The share of the yosys chip area belonging to registers reads 0.778.
- The slew of the pin with the lowest slew margin reads ~0.80 ns.
- The design area reads between 0.02 and 0.025 sq mm.
- The hold violation count in the final report is 0.
- The count of unresolved DRC violations after routing is 0.
- The area growth from synthesis to final layout reads 33.6%.
- Setup repair after global routing left no endpoint under its margin.
- In this run the remaining antenna-violating nets after routing total 0.
- The worst vdd rail ir drop reads about 0.15 mV.
- The global-route usage over all layers reads 0.276.
- Yosys reports a chip area of 0.0163 sq mm.
- Entering global routing, the biggest net connects roughly 84 pins.
- The number of detailed-routing iterations run before antenna repair is 6.
- The count of maximum capacitance violations is 0.
- Counting instances, the worst hold path has a depth of 1.
- The flow ran to the end, and the final reports show no timing, DRC or antenna violations.
- The startpoint of the lowest-slack register-to-register path is state_reg[2]$_DFF_P_.
- Of the total power, the clock network draws 0.393.
- The terminus of the critical flop-to-flop path reads tenc_tag[2]$_SDFFCE_PN0P_.
- The die span in y is 182 microns.
- The number of buffers between clock root and the deepest sink is 3.
- The wire length reported by the detailed router reads a little over 40 mm.
- Per the OpenROAD power report, leakage power amounts to 8.00 nW.
- Of the total power, registers draw 0.546.
- The clock-pin slew on the worst setup and hold paths is ~0.060 ns.
- The number of placement rows reads 65.
- Dividing the synthesized area by the synthesized cell count gives 16.5 sq um.
- The synthesized area reads 0.0163 sq mm.
- According to the floorplan report, the placeable core area is 0.0318 sq mm.
- The maximum achievable frequency is 0.225 GHz.
- The synthesized instance count is 988.
- The floorplan core density is 0.512.
- In this run, placement finished with an instance count of 1750.
- The number of buffers inserted by port buffering is between 300 and 400.
- Per the layout area report, the register area comes to 0.0127 sq mm.
- The data arrival time of the critical path reads 4.61 ns.
- The count of flip-flops with a built-in enable after synthesis is approximately 420.
- Warnings raised by the tools during the run amount to roughly 50.
- The classification of the worst setup path is in2reg.
- The initial antenna violation count reads 1.
- The count of clock tree sinks is 425.
- Across all layers, the routed design uses 9502 vias.
- Leaving out filler cells and counting taps, the final layout contains approximately 1800.
- The number of levels the H-tree was split into reads 2.
- The average routed wire per standard cell is 22.1 microns.
- The total of hold buffers inserted after clock tree synthesis is 0.
- At the worst endpoint, the required time is 10.06 ns.
- The total of fill cells in the finished design is 2155.
- For this run, the number of Yosys warnings is 1.
- The worst-case reg-to-reg path depth is 6.
- The number of cells upsized or downsized after cts is 0.
- Summed over all layers, the global routing overflow is 0.
- The path class of the tightest hold or removal check is reg2reg.
- The layout report lists the multi-input gate area as 0.00341 sq mm.
- The violation count after the first detailed-routing iteration reads 567.
- The pre-CTS setup slack is approximately 5 ns.
- The nature of the critical path startpoint reads a primary input.
- The number of top-level pins reads roughly 390.
- The final HPWL from detailed placement is about 26 mm.
- The setup total negative slack reads 0 ns.
- The internal power consumption reads 3.02 mW.
- The net switching power figure is ~770 uW.
- The cell count listed in synth_stat.txt is 988.
- Per the skew report, the later register of the worst-skew pair sees a clock latency of between 0.5 and 0.6 ns.
- Across all checked pins, the minimum headroom to the slew limit is 0.464.
- The maximum clock skew at final layout is 0.0119 ns.
- The start point of the worst hold path reads buffer0[3]$_DFFE_PP_.
- Per the summary, power density relative to cell area is 174 mW/mm^2.
- The synthesized design contains 425 register bits.
- The die area is ~0.033 sq mm.
- The dominant register cell in the synthesized netlist reads sky130_fd_sc_hd__edfxtp_1.
- The worst path setup slack after routing reads roughly 5.4 ns.
- The setup violation total in the final timing report reads 0.
cell usage in the layout, fill, tap and decap left out, types with 7 or more instances in the layout:
cell                                n
sky130_fd_sc_hd__clkbuf_16         45
sky130_fd_sc_hd__edfxtp_1         416
sky130_fd_sc_hd__a22o_1            82
sky130_fd_sc_hd__clkbuf_1          12
sky130_fd_sc_hd__nor3_1             7
sky130_fd_sc_hd__and2_1           241
sky130_fd_sc_hd__nor2b_1           29
sky130_fd_sc_hd__buf_4             24
sky130_fd_sc_hd__o21ai_0            9
sky130_fd_sc_hd__clkdlybuf4s50_1  362
sky130_fd_sc_hd__a21o_1            26
sky130_fd_sc_hd__nand2_1           12
sky130_fd_sc_hd__mux2_2            15
sky130_fd_sc_hd__inv_1              9
sky130_fd_sc_hd__clkinv_1          12
sky130_fd_sc_hd__nor2_1            26
worst max-delay path, cell delays in order:
cell and delay (ns):
sky130_fd_sc_hd__clkdlybuf4s50_1 0.58, sky130_fd_sc_hd__or4_4 0.65, sky130_fd_sc_hd__nor2_1 0.15, sky130_fd_sc_hd__nand2_1 0.13
sky130_fd_sc_hd__o22ai_4 0.48, sky130_fd_sc_hd__buf_4 0.59
worst max-delay path by stage:
stage / from / end / slack [ns] / cells past startpoint
6_report: tdata[28] / tenc_tag[2]$_SDFFCE_PN0P_ / 5.45 / 6
5_1_grt: tdata[28] / tenc_rid[0]$_SDFFCE_PN0P_ / 5.33 / 6
4_1_cts: tdata[28] / tenc_len[4]$_SDFFCE_PN0P_ / 5.43 / 6
stage by stage:
step           utilization  total power [mW]  hold WS [ns]
3_5_place_dp         0.644              2.34         0.501
3_3_place_gp         0.644              2.34         0.499
4_1_cts              0.684              3.82         0.515
5_1_grt              0.684              3.91         0.526
2_1_floorplan            -              2.15         0.430
6_report             0.684              3.79         0.512
power groups by stage:
stage     Sequential, mW  Combinational, mW  Clock [mW]
4_1_cts             2.07              0.237        1.52
5_1_grt             2.07              0.249        1.59
6_report            2.07              0.232        1.49
final cells by class:
class,instances,share of cell area
inverter,9,0.00155
timing repair buffer,386,0.175
tap,435,0.0250
clock inverter,19,0.00495
multi-input combinational,495,0.157
clock buffer,57,0.0538
antenna,2,0.000230
sequential,425,0.583
Yosys cell counts, types with 2 or more instances:
cell                       instances  share of area
sky130_fd_sc_hd__nand4b_1          2         0.0011
sky130_fd_sc_hd__dfxtp_1           9          0.011
sky130_fd_sc_hd__inv_1             9         0.0021
sky130_fd_sc_hd__nor2b_1          29          0.011
sky130_fd_sc_hd__o21bai_1          2        0.00092
sky130_fd_sc_hd__o21ai_0           9         0.0028
sky130_fd_sc_hd__nor3_1            8         0.0025
sky130_fd_sc_hd__clkbuf_1         41         0.0094
sky130_fd_sc_hd__nand2b_1          4         0.0015
sky130_fd_sc_hd__and2_1          241          0.093
sky130_fd_sc_hd__and3_1            2        0.00077
sky130_fd_sc_hd__o22ai_1           2        0.00077
sky130_fd_sc_hd__a21boi_0          2        0.00092
sky130_fd_sc_hd__nand2_1          12         0.0028
sky130_fd_sc_hd__a22o_1           82          0.044
sky130_fd_sc_hd__mux2_2           15          0.010
sky130_fd_sc_hd__a21oi_1           8         0.0025
sky130_fd_sc_hd__buf_2            11         0.0034
sky130_fd_sc_hd__buf_1             4        0.00092
sky130_fd_sc_hd__nor4_1            2        0.00077
sky130_fd_sc_hd__a21o_1           26          0.012
sky130_fd_sc_hd__edfxtp_1        416           0.77
sky130_fd_sc_hd__nor2_1           30         0.0069
cells by family (layout without fill, tap and decap cells):
family | count (synthesis) | count (layout) | share of synthesized area
flops | 425 | 425 | 0.778
buf+inv | 68 | 471 | 0.0173
compound gates | 143 | 143 | 0.0702
simple gates | 337 | 337 | 0.124
other cells | 0 | 2 | 0
mux | 15 | 15 | 0.0104
metal layers:
| metal | up-vias | GRT usage | wire, microns |
|---|---|---|---|
| met3 | 65 | 0.139 | 5160 |
| met4 | 4 | 0.0538 | 976 |
| met2 | 433 | 0.388 | 18800 |
| li1 | 4419 | - | - |
| met5 | - | 0.0252 | 97 |
| met1 | 4581 | 0.438 | 15300 |
Power and IR drop assume default switching activity.
