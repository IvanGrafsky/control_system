==> flow/design.v <==
`timescale 1ns / 1ps
module axi_tlp_encoder 
#(
parameter AXIWIDTH = 8    
)
(
input clk,
input reset,
input [7:0] cfg_bus_number,
input [4:0] cfg_device_number,
input [2:0] cfg_function_number,
input [31:0]cfg_rd_data,
input cfg_valid,
input               req_compl,
input [2:0] 			compl_code,
output reg          tlp_encoder_ready,
input [2:0]         tenc_tc,
input [1:0]         tenc_attr,
input [9:0]         tenc_len,
input [15:0]        tenc_rid,
input [7:0]         tenc_tag,
input [7:0]         tenc_be,
input [12:0]        tenc_addr,
input 						a4lm_valid,
input [31:0]				a4lm_data,
input [1:0] 				a4lm_err_code,
input 				fifo1_full_flag,
input 				fifo1_empty_flag,
output reg       	fifo1_rd_cmd,
input	[131:0]		fifo1_rd_data,
output reg 								tx_tvalid,
output reg [8*AXIWIDTH-1:0] tx_tdata,
input 									tx_tready,
output reg [AXIWIDTH-1:0] tx_tstrb,
output reg								 tx_tlast
);
localparam [2:0] idle = 3'b000,
						cfg_rd_state = 3'b001,
						cfg_wr_state = 3'b010,
						reg_rd_state = 3'b100,
						adc_mem_state0 = 3'b101,
						adc_mem_state1 = 3'b110,
						adc_mem_state2 = 3'b011,
						waiting = 3'b111;
localparam PIO_64_CPLD_FMT_TYPE = 7'b10_01010;
localparam PIO_64_CPL_FMT_TYPE  = 7'b00_01010;
localparam [2:0] reg_rd_compl = 3'b001,
						cfg_rd_compl = 3'b010,
						cfg_wr_compl = 3'b011,
						adc_mem_compl = 3'b100;
reg [2:0] state_reg;
reg err_reg;
reg [131:0] 	buffer;
reg [31:0]     buffer0;
reg [9:0]	 counter;
reg [15:0] 	requester_id;
reg [7:0]	tag_reg;
reg [11:0] 	byte_count_reg;
reg [1:0] compl_reg;
reg [6:0] lower_addr;
reg flag0;
reg flag1;
reg flag2;
reg flag3;
always @(clk)
begin
	casex (tenc_be[7:0])
		8'b00001xx1: byte_count_reg <= 4;
		8'b000001x1: byte_count_reg <= 3;
		8'b00001x10: byte_count_reg <= 3;
		8'b00000011: byte_count_reg <= 2;
		8'b00000110: byte_count_reg <= 2;
		8'b00001100: byte_count_reg <= 2;
		8'b00000001: byte_count_reg <= 1;
		8'b00000010: byte_count_reg <= 1;
		8'b00000100: byte_count_reg <= 1;
		8'b00001000: byte_count_reg <= 1;
		8'b00000000: byte_count_reg <= 1;
		8'b1xxxxxx1: byte_count_reg <= (tenc_len << 2);
		8'b01xxxxx1: byte_count_reg <= (tenc_len << 2)-1;
		8'b001xxxx1: byte_count_reg <= (tenc_len << 2)-2;
		8'b0001xxx1: byte_count_reg <= (tenc_len << 2)-3;
		8'b1xxxxx10: byte_count_reg <= (tenc_len << 2)-1;
		8'b01xxxx10: byte_count_reg <= (tenc_len << 2)-2;
		8'b001xxx10: byte_count_reg <= (tenc_len << 2)-3;
		8'b0001xx10: byte_count_reg <= (tenc_len << 2)-4;
		8'b1xxxx100: byte_count_reg <= (tenc_len << 2)-2;
		8'b01xxx100: byte_count_reg <= (tenc_len << 2)-3;
		8'b001xx100: byte_count_reg <= (tenc_len << 2)-4;
		8'b0001x100: byte_count_reg <= (tenc_len << 2)-5;
		8'b0001x100: byte_count_reg <= (tenc_len << 2)-5;
		8'b1xxx1000: byte_count_reg <= (tenc_len << 2)-3;
		8'b01xx1000: byte_count_reg <= (tenc_len << 2)-4;
		8'b001x1000: byte_count_reg <= (tenc_len << 2)-5;
		8'b00011000: byte_count_reg <= (tenc_len << 2)-6;
	endcase
end
always@(posedge clk)
begin
if(reset)
	begin
		state_reg <= idle;
	end
else
	begin
		case(state_reg)
			idle:
				begin
					flag2 <= 0;
					buffer0 <= 0;
					flag3 <= 0;
					flag0 <= 0;
					flag1 <= 0;
					requester_id <= 0;
					tag_reg <= 0;
					compl_reg <= 0;
					counter = 0;
					err_reg <= 0;
					tlp_encoder_ready <= 1'b1;
					fifo1_rd_cmd = 0;
					tx_tvalid <= 0;
					tx_tdata <= 0;
					tx_tstrb <= 0;
					tx_tlast <= 0;
					err_reg <= 0;
					buffer <= 0;
					if(req_compl&~(fifo1_empty_flag  & fifo1_full_flag))
						begin
							tlp_encoder_ready <= 1'b0;
							case(compl_code)
									reg_rd_compl:
										begin
											tx_tdata[30:24] <= PIO_64_CPLD_FMT_TYPE;
											state_reg <= waiting;
											compl_reg <= 2'd1;
											tx_tdata[9:0] <= 10'b1;  
											tx_tdata[43:32] <= byte_count_reg;
											flag0 <= 1;
										end
									cfg_rd_compl:
										begin
											tx_tdata[30:24] <= PIO_64_CPLD_FMT_TYPE;
											state_reg <= waiting;
											tx_tdata[9:0] <= 10'b1;  
											tx_tdata[43:32] <= 4;
											tx_tdata[47:45] <= 000;
											flag0 <= 1;
										end
									cfg_wr_compl:
										begin
											tx_tvalid <= 1'b1;
											tx_tdata[30:24] <= PIO_64_CPL_FMT_TYPE;
											state_reg <= cfg_wr_state;
											tx_tdata[9:0] <= 10'b1;  
											tx_tdata[47:45] <= 000;
											tx_tdata[43:32] <= 4;
										end
									adc_mem_compl:
										begin
											flag0 <= 1;
											compl_reg <= 2'd3;
											tx_tdata[30:24] <= PIO_64_CPLD_FMT_TYPE;
											state_reg <= waiting;
											tx_tdata[9:0] <= tenc_len; 
											counter = tenc_len;
											tx_tdata[43:32] <= byte_count_reg;
										end
							endcase
							requester_id <= tenc_rid;
							tag_reg <= tenc_tag;
							tx_tdata[63:48] <= {	cfg_bus_number,
														cfg_device_number,
														cfg_function_number  
														};
							tx_tdata[44] <= 1'b0; 
							tx_tdata[31] <= 0;
							tx_tdata[23] <= 1'b0;
							tx_tdata[22:20] <= tenc_tc;
							tx_tdata[19:14] <= 6'b0;
							tx_tdata[13:12] <= tenc_attr;
							tx_tdata[11:10] <= 2'b0;
							tx_tstrb   <= 8'hFF;
							flag1 <= 0;
						end
				end
			waiting:
				begin
					if(flag1 == 0)
						begin
							casex ({flag0, tenc_be[3:0]})
								5'b0_xxxx : lower_addr <= 7'h0;
								5'bx_0000 : lower_addr <= {tenc_addr[4:0], 2'b00};
								5'bx_xxx1 : lower_addr <= {tenc_addr[4:0], 2'b00};
								5'bx_xx10 : lower_addr <= {tenc_addr[4:0], 2'b01};
								5'bx_x100 : lower_addr <= {tenc_addr[4:0], 2'b10};
								5'bx_1000 : lower_addr <= {tenc_addr[4:0], 2'b11};
							endcase
							flag1 <= 1;
						end
					case(compl_reg)
						2'd1:  
							begin
								if(a4lm_valid)
									begin
										case(a4lm_err_code)
											2'b10:
												begin
													tx_tdata[30:24] <= PIO_64_CPL_FMT_TYPE;
													tx_tdata[47:45] <= 3'b100; 
													err_reg <= 1'b1;
												end
											2'b01:
												begin
													tx_tdata[30:24] <= PIO_64_CPL_FMT_TYPE;
													tx_tdata[47:45] <= 3'b001; 
													err_reg <= 1'b1;
												end
											2'b00:
												begin
													tx_tdata[47:45] <= 3'b000;
													buffer[31:0] <= a4lm_data;
												end
										endcase
										tx_tvalid <= 1;
										state_reg <= reg_rd_state;
									end
							end
						2'd2:  
							begin
								if(cfg_valid)
									begin
										buffer[31:0] <= cfg_rd_data;
										tx_tvalid <= 1'b1;
										state_reg <= cfg_rd_state;
									end
							end
						2'd3:  
							begin
								if(fifo1_empty_flag == 0)
									begin
										tx_tdata[47:45] <= 3'b000;
										state_reg <= adc_mem_state0;
										fifo1_rd_cmd <= 1'b1;
									end
							end
					endcase
				end
			reg_rd_state:
				begin
					if(tx_tready)
						begin
							if(err_reg)
								begin
									tx_tdata[63:32] <= 32'h0;
									tx_tstrb   <= 8'h0F;
								end
							else
								begin
									tx_tstrb   <= 8'hFF;
									tx_tdata[63:32] <= buffer[31:0];
								end
							tx_tdata[31:16] <= requester_id; 
							tx_tdata[15:8] <= tag_reg;
							tx_tdata[7] <= 1'b0;
							tx_tdata[6:0] <= lower_addr;
							tx_tlast <= 1'b1;
							state_reg <= idle;
						end
				end
			cfg_rd_state:
				begin
					if(tx_tready)
						begin
							tx_tstrb <= 8'hFF;
							tx_tlast <= 1'b1;
							state_reg <= idle;
							tx_tdata[63:32] <= buffer[31:0];
							tx_tdata[31:16] <= requester_id; 
							tx_tdata[15:8] <= tag_reg;
							tx_tdata[7] <= 1'b0;
							tx_tdata[6:0] <= 7'b0;
						end
				end
			cfg_wr_state:
				begin
					if(tx_tready)
						begin
							tx_tstrb <= 8'h0F;
							tx_tlast <= 1'b1;
							state_reg <= idle;
							tx_tdata[31:16] <= tenc_rid; 
							tx_tdata[15:8] <= tenc_tag;
							tx_tdata[7] <= 1'b0;
							tx_tdata[6:0] <= 7'b0;
						end
				end
			adc_mem_state0:
				begin
					buffer <= fifo1_rd_data;
					state_reg <= adc_mem_state1;
					fifo1_rd_cmd <= 1'b0;
					tx_tvalid <= 1'b1;
				end
			adc_mem_state1:
				begin
					if(tx_tready)
						begin
							tx_tdata[31:16] <= requester_id; 
							tx_tdata[15:8] <= tag_reg;
							tx_tdata[7] <= 1'b0;
							tx_tdata[6:0] <= lower_addr;
							tx_tdata[63:32] <= buffer[31:0];
							state_reg <= adc_mem_state2;
							counter = counter - 1'b1;
						end
				end
			adc_mem_state2:
				begin
					case(counter)
					10'd1:
						begin
							state_reg <= idle;
							tx_tlast <= 1'b1;
							tx_tdata[63:32] <= 0;
							if(~buffer[130])
								begin
									tx_tdata[31:0] <= buffer[63:32];
								end
							else
								begin
									tx_tdata[31:0] <= buffer0;
								end
							tx_tstrb <= 8'h0F;
						end
					10'd3:
						begin
							fifo1_rd_cmd <= 1'b0;
							counter = counter - 2;
							buffer0 <= buffer[127:96];
							tx_tdata <= buffer[95:32];
							tx_tstrb <= 8'hFF;
						end
					default:
						begin
							if(counter[1])
								begin
									fifo1_rd_cmd <= 1'b1;
									buffer0 <= buffer[127:96];
									tx_tdata <= buffer[95:32];
									counter = counter - 2;
								end
							else
								begin
									fifo1_rd_cmd <= 1'b0;
									tx_tdata[31:0] <= buffer0;
									tx_tdata[63:32] <= fifo1_rd_data[31:0];
									buffer = fifo1_rd_data;
									counter = counter - 2;
								end
						end
					endcase
				end
		endcase
	end
end
endmodule
==> flow/run.sh <==
#!/bin/bash
# OpenROAD 26Q1-2900-gdf79404cd8, Yosys 0.63+post, stock flow scripts
make -C /OpenROAD-flow-scripts/flow DESIGN_CONFIG=/design/flow/config.mk WORK_HOME=/design/flow/orfs finish
==> flow/config.mk <==
export PLATFORM = sky130hd
export DESIGN_NAME = axi_tlp_encoder
export DESIGN_NICKNAME = axi_tlp_encoder
export VERILOG_FILES = /design/flow/design.v
export SDC_FILE = /design/flow/constraint.sdc
export NUM_CORES = 4
export LEC_CHECK = 1
export CORE_UTILIZATION = 40
==> flow/constraint.sdc <==
current_design axi_tlp_encoder

set clk_period 8.0
set clk_io_pct 0.2

create_clock -name clk0 -period $clk_period [get_ports {clk}]

set non_clock_inputs [all_inputs -no_clocks]
set_input_delay [expr $clk_period * $clk_io_pct] -clock clk0 $non_clock_inputs
set_output_delay [expr $clk_period * $clk_io_pct] -clock clk0 [all_outputs]
==> results.ini <==
[worst_setup_path]
critPathCaptureType = flip-flop
path_class = in -> reg
start_kind = input pin
worstPathRequired_ns = 8.12
cpLargestDelayFamily = buffers and inverters
worstPathCellList = clkdlybuf4s50_1 > nor2_1 > nand2_1 > nor2_4 > buf_4
cp_max_fo = 53
crit_buf_inv = 2
cpPeakStageDelay_ns = 0.79
cp.arrival_ns = 4.09
critPathSlowestCell = clkdlybuf4s50_1

[synth]
synthesis.area_um2 = 13650
yosysWarnings = 1
yosys-top-cells-area = edfxtp_1 (61%), and2_1 (7.4%), a22o_1 (3.4%)
postSynthAreaPerCell_um2 = 12.59
yosysCellCount = 1084
synth_flops = 297
edf_count = 275
yosys.stat.chipArea_um2 = 13650
top_area_cell = edfxtp_1
top_area_frac = 0.6051
async_flop_share = 0
postSynthCellCount = 1084
ys.flop_type = edfxtp_1
synth_cell_types = 70

[sta]
hold_violations = 0
worst-slew-pin-transition_ns = 0.9184
slew_headroom = 0.3791
fin_setup_tns_ns = 0
finClkSkew_ns = 0.01067
max_freq_ghz = 0.2519
rsz0062_at_grt = false
period_needed_ns = 3.970
finalCritPeriodShare = 0.4963
final_max_slew_viol_count = 0
untimed_endpoints = 12
unclocked_regs = 12
setup_viol_count_final = 0

[clocking]
cts_tree = built
clkTransAtPathRegs_ns = 0.06
clockBufferDepth = 3
clk_latency_ns = 0.50
cts.repair.resized = 0
cts_hold_buf = 0
postCtsSetupBuffers = 0
cts_buffers = 34
htreeDepth = 2
root_buffer = clkbuf_16

[job]
warnings = 75
max_cap_violations = 0

[routing]
vias_per_cell = 5.384
route.antenna.remaining_nets = 0
wl_um = 37490
drt_iter0_markers = 798
drt-pass1-iter-count = 7
wire_per_inst_um = 20.31
vias = 9938
drc = 0

[grt]
grt_pass1_vias = 9776
grt_util_all_layers = 0.2281
grt_max_degree = 76
grt_pass1_wl_um = 56730
overflow = 0
antenna_found_initial = 4

[die]
io_pins = 361
fp_util = 0.4070
die_h_um = 186.7
die_x_um = 186.7
coreArea_um2 = 33530
die-area_um2 = 34860
rows = 67

[placement]
hpwl_um = 24080
portBuffers = 316
place_congestion = 0.8943

[final_layout]
largestRegisters = buffer (129), tx_tdata (64), buffer0 (32)
area_delta_synth_final_pct = 34.36
final_cell_mix = clkdlybuf4s50_1 (316), edfxtp_1 (275), and2_1 (161), inv_1 (54), a22o_1 (53)
largest_reg_flops = 129
drive_gt1_frac = 0.07301
regMostFlops = buffer
final_common_cell = clkdlybuf4s50_1

[power]
ir_drop_v = 0.0001205
powerDensity_nw_per_um2 = 203.5
power.static_leakage_uw = 0.006714
finalPower_uw = 3732

[run_status]
outcome = completed

[worst_hold_path]
hp-class = reg -> reg

## per-layer routing
metal / GRT usage / up-vias / part of all wire
li1: - / 4703 / -
met1: 0.3574 / 4796 / 0.43
met2: 0.3520 / 382 / 0.48
met3: 0.06299 / 49 / 0.074
met4: 0.03090 / 8 / 0.015
met5: 0.008242 / - / 0.0019
## cells by family (layout without fill, tap and decap cells)
family,after synthesis,after routing,synth area share
simple gates,351,351,0.1492
flops,285,285,0.6198
compound gates,266,266,0.1523
buf+inv,145,458,0.04593
fa+ha+maj,12,12,0.01082
latches,12,12,0.01320
xor+xnor,9,9,0.005776
mux,4,4,0.003026
other cells,0,1,0
## worst register-to-register path, delay by kind of cell, from the launching register on
| family | cells | cell delay (ns) |
|---|---|---|
| AOI/OAI and AO/OA | 2 | 0.71 |
| adders and majority gates | 1 | 0.28 |
| buffers and inverters | 2 | 0.92 |
| DFF | 1 | 0.65 |
| and+or+nand+nor | 2 | 0.75 |
## path summary, 6_finish.rpt
check / from / end / slack (ns) / depth (start not counted)
max reg2reg: counter[1] / buffer[99] / 4.24 / 7
min: buffer[102] / buffer0[6] / 0.52 / 1
min reg2reg: buffer[102] / buffer0[6] / 0.52 / 1
max: reset / buffer[99] / 4.03 / 5
## synth_stat cells, drive strengths merged (5+ instances only)
master  number
nor2b        5
or3         10
nor4         7
a21oi       25
o221ai       8
nor2        50
o21ai       59
nand2       45
inv         55
a221o       37
buf         27
xnor2        6
edfxtp     275
a22o        53
and2       162
dlxtn       12
nor3b        6
or2          5
dfxtp       10
a22oi        8
ha          11
nor3        22
nand3       13
nand2b       5
a222oi      37
clkbuf      61
o211ai       5
## metrics by stage
stage                     utilization  worst slack (ns)  hold WS [ns]  std cells  cell area, um2
after floorplan                     -             1.452        0.4237       1084           13650
after global placement         0.5134             3.551        0.5040       1784           17220
after detailed placement       0.5134             3.486        0.5101       1784           17220
after CTS                      0.5468             4.032        0.5211       1845           18330
after global routing           0.5468             3.858        0.5275       1845           18330
final                          0.5468             4.030        0.5179       1846           18340
## power by group
group	switching [uW]	internal [uW]	total, uW
registers	36.1	1750	1790
clock network	588	966	1550
logic	176	212	387
## layout make-up
cell class	count	area (um2)
antenna	1	2.502
clock buffer	46	917.1
clock inverter	15	201.4
fill	2779	15200
inverter	57	214.0
multi-input combinational	642	4457
sequential	297	8641
tap	448	560.5
timing repair buffer	340	3343
Power figures rest on the tool's default switching activity, not on a simulated workload.
