==> design/flow/design.v <==
`timescale 1ns / 1ps
module register_file
					#(
						parameter   NMBROFDATABITS       =    32, 
										NMBROFADDRBITS   =    5  
					)
					(
						input 												reset,
						input													 clk,
						input 												rd_en,
						input 												wr_en,
						input	 		[NMBROFADDRBITS-1:0]				 wr_addr, 
						input 		[NMBROFADDRBITS-1:0]					 rd_addr,
						input 		[NMBROFDATABITS-1:0]			 	wr_data,
						output reg 	[NMBROFDATABITS-1:0]	 			rd_data,
						output reg 											rf_data_valid
					);	
reg [NMBROFDATABITS-1:0]   array_reg  [0:15]; 
reg statereg;
localparam idle = 1'b0,
				read = 1'b1;
always@(posedge clk)
begin
	if(reset)  
		begin
			statereg <= idle;
			array_reg[0] <= 32'hFFFFFFFF;
			array_reg[1] <= 32'hFFFFFFFF;
			array_reg[2] <= 32'hFFFFFFFF;
			array_reg[3] <= 32'hFFFFFFFF;
			array_reg[4] <= 32'hFFFFFFFF; 
			array_reg[5] <= 32'hFFFFFFFF;
			array_reg[6] <= 32'hFFFFFFFF;
			array_reg[7] <= 32'hFFFFFFFF;
			array_reg[8] <= 32'hFFFFFFFF;
			array_reg[9] <= 32'hFFFFFFFF;
			array_reg[10] <= 32'hFFFFFFF;
			array_reg[11] <= 32'hFFFFFFF;
			array_reg[12] <= 32'hFFFFFFF;
			array_reg[13] <= 32'hFFFFFFF;
			array_reg[14] <= 32'hFFFFFFF;
			array_reg[15] <= 32'hFFFFFFF;
		end
	else
		begin
			case(statereg)
				idle:
					begin
						rd_data <= 32'h0;
						rf_data_valid <= 0;
						if(rd_en)
							begin
								rf_data_valid <= 1'b1;
								statereg <= read;
								if(rd_addr < 16)
									begin
										rd_data <= array_reg[rd_addr[3:0]];
									end
								else 
									begin
										rd_data <= 32'hFFFFFFFF;
									end
							end
						if(wr_en)
							begin
								if(wr_addr < 16)
									begin
										array_reg[wr_addr[3:0]] <= wr_data;
									end
							end
					end
				read:
					begin
						statereg <= idle;						
					end
			endcase
		end
end
endmodule
==> design/flow/run.sh <==
#!/bin/bash
# OpenROAD 26Q1-2900-gdf79404cd8, Yosys 0.63+post, stock flow scripts
make -C /OpenROAD-flow-scripts/flow DESIGN_CONFIG=/design/flow/config.mk WORK_HOME=/design/flow/orfs finish
==> design/flow/config.mk <==
export PLATFORM = sky130hd
export DESIGN_NAME = register_file
export DESIGN_NICKNAME = register_file
export VERILOG_FILES = /design/flow/design.v
export SDC_FILE = /design/flow/constraint.sdc
export NUM_CORES = 4
export LEC_CHECK = 1
export CORE_UTILIZATION = 30
==> design/flow/constraint.sdc <==
current_design register_file

set clk_period 7.9
set clk_io_pct 0.2

create_clock -name clk0 -period $clk_period [get_ports {clk}]

set non_clock_inputs [all_inputs -no_clocks]
set_input_delay [expr $clk_period * $clk_io_pct] -clock clk0 $non_clock_inputs
set_output_delay [expr $clk_period * $clk_io_pct] -clock clk0 [all_outputs]
==> impl_metrics.py <==
# Physical implementation metrics
metrics = {
    "timing": {
        "rsz0062_at_grt": "false",
        "final_max_slew_viol_count": 0,
        "fmax_ghz": 0.239,
        "min_period_over_period": 0.531,
        "period_minus_slack_ps": 4190,
        "setup_tns_ps": 0,
        "setup_violations": 0,
        "worstMarginPinSlew_ps": 1010,
        "slew_headroom": 0.324,
        "final-hold-violation-count": 0,
        "fin_worst_skew_ps": 16.2,
        "hold_ws_ps": 681,
        "setup_ws_ps": 3710,
    },
    "floorplanning": {
        "die_x_microns": 286,
        "io_pins": 79,
        "dieHeight_microns": 286,
        "initCoreUtil": 0.305,
        "rows": 103,
        "dieArea_sq_um": 81900,
        "core_sq_um": 79500,
    },
    "setup_path": {
        "arrival_ps": 4420,
        "r2r_setup_slack_ps": 4830,
        "endpoint_kind": "register",
        "slowest_delay_ps": 720,
        "cp_common_cell": "buf_4",
        "crit_fanout": 33,
        "path_cells": "clkdlybuf4s50_1 > buf_4 > or4b_4 > nor4b_4 > buf_4 > or2_2",
        "critical_path_class": "primary input to register",
        "crit_slowest_cell": "or2_2",
        "cp_data_required_time_ps": 8130,
        "cp-start-kind": "primary input",
    },
    "clocking": {
        "postCtsSetupBuffers": 0,
        "cts_root_buf": "clkbuf_16",
        "cts_resized": 0,
        "numCtsBuffers": 57,
        "clkSinkCount": 546,
        "cts_buffer_depth": 3,
        "clk_pin_slew_ps": 60,
        "worstSkewPairLatency_ps": 610,
        "postCtsHoldBufs": 0,
        "cts_tree": "built",
        "htreeDepth": 2,
    },
    "grt": {
        "grt_antenna_before_repair": 3,
        "grt_pass1_vias": 13723,
        "grt_first_pass_wirelength_microns": 90200,
        "grt_max_degree": 88,
        "track_usage": 0.159,
        "overflow": 0,
    },
    "logic_synthesis": {
        "netlist_area_sq_um": 24200,
        "netlist_instances": 1536,
        "adder_share": 0,
        "edf_count": 545,
        "aoi_share": 0.0297,
        "synth_flops": 546,
        "avgSynthCellArea_sq_um": 15.8,
        "synth_seq_share": 0.676,
        "yosys.area_share.simple": 0.151,
        "top_logic_kind": "simple AND/OR/NAND/NOR gates",
        "ys_area_sq_um": 24200,
        "ys_warn_count": 1,
        "synth.distinct_cells": 28,
        "yosys-stat-cells": 1536,
        "ys_sh_mux": 0.119,
        "ff_type": "edfxtp_1",
        "ys_async_sr_fraction": 0,
        "ys_sh_xor": 0,
    },
    "placement": {
        "pre_cts_ws_ps": 3110,
        "port_buffers": 78,
        "place_hpwl_microns": 37400,
        "gp_congestion": 0.862,
        "postPlaceCellArea_sq_um": 26200,
    },
    "drt": {
        "vias": 12826,
        "postRouteWirelength_microns": 60600,
        "wl_met1_microns": 22500,
        "dr.pass1.iters": 4,
        "dr.first_iter.drc_count": 697,
        "top_layer": "met5",
        "via_per_inst": 4.79,
        "drc": 0,
        "route.met3.wl_microns": 9030,
        "post_drt_wl_per_cell_microns": 22.6,
        "drtAntennaViolNets": 0,
        "wl_met2_microns": 28100,
    },
    "cells_and_area": {
        "area_growth_pct": 15.3,
        "final_area_sq_um": 27900,
        "drive_gt1_frac": 0.364,
        "final_core_util": 0.351,
        "fillers": 7329,
        "largest_reg_flops": 512,
    },
    "power": {
        "power.leakage_uw": 0.00714,
        "powerDensity_nw_per_um2": 220,
        "ir_drop_v": 0.000172,
    },
    "hold_path": {
        "hold_class": "register to register",
    },
    "flow_run": {
        "warning_count": 25,
        "cap_violations": 0,
    },
    "run_status": {
        "status": "finished clean",
    },
}
==> stage by stage <==
step | instances | power [uW]
global route | 2676 | 6330
floorplan | 1536 | 3490
finish | 2677 | 6160
CTS | 2676 | 6200
global placement | 2574 | 3690
detailed placement | 2574 | 3690
==> metal layers <==
metal  vias up  track usage
met3        69        0.107
met4         2       0.0237
li1       5804            -
met1      6396        0.201
met5         -            0
met2       555        0.238
==> path summary, 6_finish.rpt <==
check	end	startpoint	depth (start not counted)
max	array_reg[0][10]	reset	6
min	statereg	statereg	1
max reg2reg	array_reg[0][10]	statereg	4
min reg2reg	statereg	statereg	1
==> area by class of cell <==
class	instances	area, sq um	area share
antenna	1	2.50	0.0000896
clock buffer	72	1480	0.0531
clock inverter	30	244	0.00873
inverter	6	22.5	0.000806
multi-input combinational	846	7310	0.262
sequential	546	16400	0.587
tap	1050	1310	0.0470
timing repair buffer	126	1170	0.0418
==> synth_stat cells (all sizes together), types with 32 or more instances <==
library cell / n / area share
mux4: 96 / 0.089
or2: 286 / 0.074
clkbuf: 99 / 0.015
a22oi: 32 / 0.0099
a31oi: 32 / 0.0083
mux2: 64 / 0.030
nand2b: 206 / 0.053
nand2: 45 / 0.0070
buf: 39 / 0.0081
a221oi: 32 / 0.012
edfxtp: 545 / 0.68
==> power breakdown <==
| part | internal (uW) | total, uW | leakage, uW | switching, uW |
|---|---|---|---|---|
| clock network | 1450 | 2540 | 0.000845 | 1090 |
| logic | 134 | 376 | 0.00214 | 241 |
| registers | 3230 | 3240 | 0.00415 | 16.9 |
| total | 4810 | 6160 | 0.00714 | 1350 |
==> critical path: cells and delay by family <==
family                 cells  cell delay, ps
buffers and inverters      3            1040
and+or+nand+nor            3            1770
==> cell families after synthesis <==
kind of cell           after synthesis
muxes                              160
buffers and inverters              144
DFF                                546
AOI/OAI and AO/OA                   96
and+or+nand+nor                    590
==> layout by cell type (no fill, tap or decap), types with 2 or more instances in the layout <==
cell type | netlist | final
clkinv_4 | 0 | 2
buf_12 | 0 | 2
nor4_4 | 2 | 2
nand4b_1 | 3 | 3
clkbuf_16 | 0 | 57
nand4_1 | 7 | 7
bufinv_16 | 0 | 4
clkbuf_1 | 96 | 15
mux2_2 | 64 | 64
nor2b_4 | 0 | 2
and2_1 | 14 | 14
nand2_1 | 45 | 45
clkdlybuf4s50_1 | 0 | 76
nor2b_1 | 4 | 2
nor4b_4 | 3 | 3
nand2b_2 | 0 | 10
or2_2 | 286 | 286
buf_6 | 0 | 2
a31oi_1 | 32 | 32
clkinv_1 | 0 | 13
buf_4 | 3 | 46
a221oi_1 | 32 | 32
mux4_2 | 96 | 96
inv_1 | 6 | 6
clkinv_2 | 0 | 10
nand2b_1 | 206 | 196
a22oi_1 | 32 | 32
nor2_1 | 14 | 13
edfxtp_1 | 545 | 545
No activity file was given, so power comes from the tool's default toggle rates.
